File: design/flow/config.mk
export PLATFORM = sky130hd
export DESIGN_NAME = svnseg_controller
export DESIGN_NICKNAME = svnseg_controller
export VERILOG_FILES = /design/flow/design.v
export SDC_FILE = /design/flow/constraint.sdc
export NUM_CORES = 4
export LEC_CHECK = 1
export CORE_UTILIZATION = 30
File: design/flow/run.sh
#!/bin/bash
# OpenROAD 26Q1-2900-gdf79404cd8, Yosys 0.63+post, stock flow scripts
make -C /OpenROAD-flow-scripts/flow DESIGN_CONFIG=/design/flow/config.mk WORK_HOME=/design/flow/orfs finish
File: design/flow/design.v
module num_to_svnseg(
    input [3:0] in,
    output [6:0] out);
    reg [6:0] hex_encoding = 0;
    always @(*) begin
        case (in)
            4'h0: hex_encoding <= 7'h7E;
            4'h1: hex_encoding <= 7'h30;
            4'h2: hex_encoding <= 7'h6D;
            4'h3: hex_encoding <= 7'h79;
            4'h4: hex_encoding <= 7'h33;
            4'h5: hex_encoding <= 7'h5B;
            4'h6: hex_encoding <= 7'h5F;
            4'h7: hex_encoding <= 7'h70;
            4'h8: hex_encoding <= 7'h7F;
            4'h9: hex_encoding <= 7'h7B;
            4'hA: hex_encoding <= 7'h77;
            4'hB: hex_encoding <= 7'h1F;
            4'hC: hex_encoding <= 7'h4E;
            4'hD: hex_encoding <= 7'h3D;
            4'hE: hex_encoding <= 7'h4F;
            4'hF: hex_encoding <= 7'h47;
        endcase
    end
    assign out = ~hex_encoding;
endmodule
module svnseg_controller(
    input clk,
    input [3:0] num3,
    input [3:0] num2,
    input [3:0] num1,
    input [3:0] num0,
    output dig1,
    output dig2,
    output dig3,
    output dig4,
    output seg0,
    output seg1,
    output seg2,
    output seg3,
    output seg4,
    output seg5,
    output seg6,
    output seg7);
    reg [11:0] counter;
    reg edited_clk;
    always @(posedge clk) begin
        if (counter == 0)
            edited_clk <= !edited_clk;
        counter <= counter + 1;
    end
    reg [1:0] state;
    reg [3:0] digit_select;
    reg [6:0] curr_output;
    wire [6:0] svn3, svn2, svn1, svn0;
    num_to_svnseg decode3(
        .in(num3),
        .out(svn3));
    num_to_svnseg decode2(
        .in(num2),
        .out(svn2));
    num_to_svnseg decode1(
        .in(num1),
        .out(svn1));
    num_to_svnseg decode0(
        .in(num0),
        .out(svn0));
    always @(posedge edited_clk) begin
        case (state)
            2'b00: begin
                digit_select <= 4'b1110;
                curr_output <= svn0;
                state <= 2'b01;
            end
            2'b01: begin
                digit_select <= 4'b1101;
                curr_output <= svn1;
                state <= 2'b10;
            end
            2'b10: begin
                digit_select <= 4'b1011;
                curr_output <= svn2;
                state <= 2'b11;
            end
            2'b11: begin
                digit_select <= 4'b0111;
                curr_output <= svn3;
                state <= 2'b00;
            end
        endcase
    end
    assign {dig4, dig3, dig2, dig1} = digit_select;
    assign {seg0, seg1, seg2, seg3, seg4, seg5, seg6, seg7} = {curr_output, digit_select != 4'b1011};
endmodule
File: design/flow/constraint.sdc
current_design svnseg_controller

set clk_period 1.8
set clk_io_pct 0.2

create_clock -name clk0 -period $clk_period [get_ports {clk}]

set non_clock_inputs [all_inputs -no_clocks]
set_input_delay [expr $clk_period * $clk_io_pct] -clock clk0 $non_clock_inputs
set_output_delay [expr $clk_period * $clk_io_pct] -clock clk0 [all_outputs]
==> Slide: Implementation Results <==
Implementation Results

STA
  • Fmax achieved: 715 MHz
  • Max-slew violation count: 0
  • Number of unconstrained endpoints: 25
  • Final min period: 1400 ps
  • Register pins left without a clock: 13
  • Final setup vio count: 0
  • Slew headroom: 64.1%
  • Fin worst setup slack: 401 ps
  • RSZ-0062 raised after global routing: no
  • Worst slew pin tran: 537 ps
  • Final Hold Viols: 0
  • Post-Route Skew: 1.77 ps
  • Final TNS setup: 0 ps
  • Tcrit/Tclk final: 77.7%

Yosys
  • Asr flop ratio synth: 0%
  • Distinct lib cells: 46
  • Mapped Area: 0.00207 sq mm
  • Yosys stat cell total: 237
  • Syn avg cell area: 8.73 sq um
  • Seq share, synth: 25.6%
  • Synth Flop Type: dfxtp_1
  • Area reported by Yosys stat: 0.00207 sq mm
  • Number of enable flip-flop cells: 1
  • Seq cells post-synth: 26
  • Yosys warns: 2
  • Syn Inst Count: 237

Hold path
  • Hold path cells: 1
  • Hold WC Path Type: flip-flop to flip-flop

Power and ir drop
  • VDD IR max: 0.293 mV
  • Total power: 0.755 mW
  • Static Leakage: 1.01 nW
  • Cell Pwr Density: 310 mW/mm^2

Run
  • MaxCap Viol Count: 0
  • Log Warnings: 55

CTS
  • Postcts setup bufs: 0
  • Insertion Delay late pin: 240 ps
  • CTS tree: built
  • H-tree levels: 1
  • Hold Buf Count CTS: 0
  • CTS clk-pin slew, worst paths: 50 ps
  • Root Buffer: clkbuf_8
  • Post-CTS resize count: 0
  • Total CTS buffers: 3
  • Clock Tree Buf Depth: 2

Critical path
  • Critical path class: flip-flop to flip-flop
  • CP bufs+invs: 1
  • Largest fanout on the critical path: 4
  • CP Capture Type: flip-flop
  • Worst-case reg-to-reg path depth: 5
  • Slowest cell delay on critical path: 410 ps
  • Cell Chain, Critical Path: ha_1, inv_1, or3_4, nor2_2, xor2_1
  • Slowest cell on crit path: or3_4
  • Delay-heaviest family, CP: simple AND/OR/NAND/NOR gates
  • Arrival time at the worst endpoint: 1570 ps
  • Worst path required time: 1970 ps
  • Startpoint types: flip-flop
  • Critical Path Stages: 5

Layout
  • Layout cell share with drive strength beyond 1: 4.63%
  • Area growth syn-to-layout: 17.8%
  • Post-route cell area: 0.00244 sq mm
  • Fillers: 638
  • Layout Utilization: 37.5%

Place
  • GP Congestion: 0.901
  • HPWL after DPL: 3210 um
  • Input/output buffers: 28
  • Dpl ws: 444 ps
  • Placed cell area: 0.00239 sq mm

Global routing
  • Vias in the first global route: 1432
  • First-pass GRT wire length: 6640 um
  • Largest net degree at the start of global routing: 17
  • Initial antenna violation count: 0
  • Congestion Overflow GR: 0
  • GRT Total Usage: 11.5%

Routing
  • Wirelength per Cell: 12.1 um
  • Vias: 1636
  • DRC Markers: 0
  • N_diodes: 0
  • Initial DRC count: 60
  • Vias/cell: 4.87
  • Routed wire length: 4060 um
  • TritonRoute pass-1 iters: 4
  • ANT nets after route: 0

Floorplanning
  • Chip area: 0.00723 sq mm
  • Die Width: 85.1 um
  • Floorplan Utilization: 31.9%
  • Core outline area: 0.00649 sq mm
  • Std-Cell Rows: 29
  • Die height: 85.1 um
  • I/O pin count: 29

Status
  • Outcome: completed
==> cell families (layout without fill, tap and decap cells) <==
kind of cell    after synthesis  in the layout  share of synthesized area, %
buf+inv                      36             58                          7.44
flops                        26             26                          25.6
simple gates                 68             68                          17.4
compound gates               49             49                          16.5
mux                          12             12                          7.01
fa+ha+maj                    36             36                          21.8
xor+xnor                     10             10                          4.23
==> layout by cell type, fill, tap and decap left out, types with 2 or more instances in the layout <==
cell	netlist	layout
o21ai_0	3	3
mux2i_1	10	10
nor2_2	2	2
nor4b_1	2	2
o22ai_1	3	3
xnor2_1	7	7
or2_2	2	2
a31oi_1	5	5
clkbuf_8	0	3
a21oi_1	14	14
clkdlybuf4s50_1	0	28
dfxtp_1	25	25
nand2b_1	11	11
o211ai_1	4	4
a32oi_1	3	3
o32ai_1	4	4
a222oi_1	2	2
nor2_1	11	11
inv_1	25	25
xor2_1	3	3
nor4_1	2	2
nand3_1	3	3
mux4_2	2	2
ha_1	36	36
nor2b_1	6	6
nand2_1	21	21
o221ai_1	2	2
==> state kept, by name (all words and copies together) (netlist names) <==
register	flops
counter	12
curr_output	7
digit_select	4
state	2
edited_clk	1
==> area by class of cell <==
class,count,area (sq um),share of cell area [%]
Timing Repair Buffer,29,288,11.8
Inverter,25,93.8,3.85
Sequential cell,26,531,21.8
Tap cell,77,96.3,3.95
Multi-Input combinational cell,175,1390,56.8
Clock buffer,4,45.0,1.85
==> worst paths after layout <==
path | from | slack [ps] | to
max | counter[1] | 400 | counter[8]
min | counter[0] | 440 | counter[0]
max reg2reg | counter[1] | 400 | counter[8]
min reg2reg | counter[0] | 440 | counter[0]
==> cells in the mapped netlist, types with 2 or more instances <==
master / number / area [sq um]
o32ai_1: 4 / 35.0
a21oi_1: 14 / 70.1
dfxtp_1: 25 / 500
mux2i_1: 10 / 100
o211ai_1: 4 / 30.0
a31oi_1: 5 / 31.3
xnor2_1: 7 / 61.3
nand2_1: 21 / 78.8
o22ai_1: 3 / 18.8
a32oi_1: 3 / 26.3
buf_4: 3 / 22.5
buf_2: 6 / 30.0
nor2_1: 11 / 41.3
clkbuf_1: 2 / 7.51
inv_1: 25 / 93.8
ha_1: 36 / 450
nor2_2: 2 / 12.5
nor2b_1: 6 / 37.5
nand2b_1: 11 / 68.8
nand3_1: 3 / 15.0
o21ai_0: 3 / 15.0
nor4b_1: 2 / 17.5
a222oi_1: 2 / 20.0
or2_2: 2 / 12.5
o221ai_1: 2 / 17.5
xor2_1: 3 / 26.3
nor4_1: 2 / 12.5
mux4_2: 2 / 45.0
==> report_power, final <==
group | internal, mW | switching [mW]
Sequential | 0.292 | 0
Combinational | 0.0998 | 0.115
Clock | 0.156 | 0.0934
Total | 0.547 | 0.208
==> stage by stage <==
| stage | hold WS, ps | std cells |
|---|---|---|
| 3_5_place_dp | 428 | 332 |
| 4_1_cts | 445 | 336 |
| 2_1_floorplan | 406 | 237 |
| 5_1_grt | 470 | 336 |
| 3_3_place_gp | 420 | 332 |
| 6_report | 440 | 336 |
==> metal layers <==
| metal | global-route usage, % | vias up | wire length, um |
|---|---|---|---|
| li1 | - | 868 | - |
| met3 | 0.592 | 0 | 160 |
| met4 | 0.308 | 0 | 0 |
| met2 | 16.0 | 38 | 1610 |
| met1 | 20.7 | 730 | 2300 |
| met5 | 0 | - | 0 |
No activity file was given, so power comes from the tool's default toggle rates.
