===== config.mk =====
export PLATFORM = sky130hd
export DESIGN_NAME = ball
export DESIGN_NICKNAME = ball
export VERILOG_FILES = /design/flow/design.v
export SDC_FILE = /design/flow/constraint.sdc
export NUM_CORES = 4
export LEC_CHECK = 1
export CORE_UTILIZATION = 40

===== constraint.sdc =====
current_design ball

set clk_period 7.5
set clk_io_pct 0.2

create_clock -name clk0 -period $clk_period [get_ports {clk}]

set non_clock_inputs [all_inputs -no_clocks]
set_input_delay [expr $clk_period * $clk_io_pct] -clock clk0 $non_clock_inputs
set_output_delay [expr $clk_period * $clk_io_pct] -clock clk0 [all_outputs]

===== design.v =====
module ball
(
    input clk,
    input start,
    input [$clog2(ACTIVE_ROWS)-1:0] row,
    input [$clog2(ACTIVE_COLS)-1:0] col,
    input [$clog2(ACTIVE_ROWS)-1:0] pos1,
    input [$clog2(ACTIVE_ROWS)-1:0] pos2,
    output ball_present,
    output [3:0] score1,
    output [3:0] score2
);
    parameter CLKS_PER_MOVE = 250_000;
    parameter ACTIVE_ROWS = 480, ACTIVE_COLS = 640;
    parameter SIDE_LEN = 16;
    parameter PADDLE_WIDTH = 16, PADDLE_HEIGHT = 64;
    parameter PADDLE_OFFSET = PADDLE_WIDTH/2;
    enum {NONE, UP_RIGHT, DOWN_RIGHT, DOWN_LEFT, UP_LEFT} dir;
    reg [$clog2(CLKS_PER_MOVE)-1:0] counter = 0;
    reg [$clog2(ACTIVE_COLS)-1:0] x_pos = ACTIVE_COLS/2 - SIDE_LEN/2;
    reg [$clog2(ACTIVE_ROWS)-1:0] y_pos = ACTIVE_ROWS/2 - SIDE_LEN/2;
    always @(posedge clk) begin
        if (dir == NONE) begin
            if (start)
                dir <= UP_RIGHT;
        end
        else begin
            if (counter == CLKS_PER_MOVE) begin
                counter = 0;
                if (x_pos == {$clog2(ACTIVE_COLS){1'b1}} - (SIDE_LEN-2) || x_pos == ACTIVE_COLS-1) begin
                    dir <= NONE;
                    if (x_pos == ACTIVE_COLS-1)
                        score1 = score1 + 1;
                    else
                        score2 = score2 + 1;
                    x_pos = ACTIVE_COLS/2 - SIDE_LEN/2;
                    y_pos = ACTIVE_ROWS/2 - SIDE_LEN/2;
                end
                else begin
                    if (y_pos == 3
                        || (y_pos == pos1 + PADDLE_HEIGHT && x_pos < PADDLE_WIDTH + PADDLE_OFFSET)
                        || (y_pos == pos2 + PADDLE_HEIGHT && x_pos > ACTIVE_COLS - 1 - SIDE_LEN - PADDLE_WIDTH - PADDLE_OFFSET))
                        dir = dir == UP_RIGHT ? DOWN_RIGHT : DOWN_LEFT;
                    else if (y_pos >= ACTIVE_ROWS-SIDE_LEN-3
                             || (y_pos + SIDE_LEN == pos1 && x_pos < PADDLE_WIDTH + PADDLE_OFFSET)
                             || (y_pos + SIDE_LEN == pos2 && x_pos > ACTIVE_COLS - 1 - SIDE_LEN - PADDLE_WIDTH - PADDLE_OFFSET))
                        dir = dir == DOWN_RIGHT ? UP_RIGHT : UP_LEFT;
                    if (x_pos == PADDLE_WIDTH + PADDLE_OFFSET
                        && y_pos >= pos1-SIDE_LEN && y_pos < pos1 + PADDLE_HEIGHT)
                        dir = dir == UP_LEFT ? UP_RIGHT : DOWN_RIGHT;
                    else if (x_pos == ACTIVE_COLS - 1 - SIDE_LEN - PADDLE_WIDTH - PADDLE_OFFSET
                             && y_pos >= pos2-SIDE_LEN && y_pos < pos2 + PADDLE_HEIGHT)
                        dir = dir == UP_RIGHT ? UP_LEFT : DOWN_LEFT;
                    x_pos = (dir == UP_RIGHT || dir == DOWN_RIGHT) ? x_pos + 1 : x_pos - 1;
                    y_pos = (dir == UP_LEFT || dir == UP_RIGHT) ? y_pos - 1: y_pos + 1;
                end
            end
            else
                counter = counter + 1;
        end
    end
    assign ball_present = row >= y_pos && row < y_pos+SIDE_LEN && ((col >= x_pos && col < x_pos+SIDE_LEN) || (x_pos + SIDE_LEN > 2**$clog2(ACTIVE_COLS) + col));
endmodule

===== run.sh =====
#!/bin/bash
# OpenROAD 26Q1-2900-gdf79404cd8, Yosys 0.63+post, stock flow scripts
make -C /OpenROAD-flow-scripts/flow DESIGN_CONFIG=/design/flow/config.mk WORK_HOME=/design/flow/orfs finish

==> notes.md <==
Notes on the physical design

The routed layout has 4,368 vias. Clock tree synthesis inserted a total of 5 buffers. The leakage power of the design is 0.00266 µW.

For this run, the leading register cell type out of synthesis is sky130_fd_sc_hd__edfxtp_1. The share of flip-flops with an asynchronous set or reset is 0%. The post-detailed-route via-to-cell ratio is 5.29. The classification of the worst-slack hold path is flip-flop to flip-flop.

The post-synthesis instance area is ~5400 µm². The CTS tree is yes. CTS placed an instance of sky130_fd_sc_hd__clkbuf_16 at the clock tree root.

The number of cells reported by Yosys stat comes to 598. The clock latency reported for the late side of the worst-skew pair is 290 ps. The achievable clock frequency is 152 MHz. The post-synthesis sequential element count is 52. From left edge to right edge, the die measures between 100 and 150 µm. The fraction of post-synthesis cell area in the top cell type by area is 25.0%. Between the synthesized netlist and the finished layout, the area growth was recorded as 15.2%. The number of warnings in the stage logs is 44.

A synthesized cell averages 9.02 µm². For this run, the number of Yosys warnings is 3. The transition time recorded at the tightest slew-check pin is around 750 ps. The initial antenna violation count is 0. The count of pins on the block boundary is 48. The library cells used most frequently in the layout, excluding fill and tap cells, are sky130_fd_sc_hd__ha_1 (97), sky130_fd_sc_hd__inv_1 (69), sky130_fd_sc_hd__clkdlybuf4s50_1 (47), sky130_fd_sc_hd__nor2_1 (46), sky130_fd_sc_hd__edfxtp_1 (45). The number of library cell types mapped by synthesis is 69. The iteration count recorded for the first detailed-route pass is 4.

The number of instances in the synthesized netlist is 598. The number of maximum-capacitance violations recorded for the run is 0. Once layout is done, the placed cells without fillers occupy 6220 µm². The overflow left after global routing is 0.

The post-detailed-routing wire length is between 10 and 15 mm. Between clock sinks in the finished design, the worst skew comes to 2.84 ps. The multi-input combinational cell area is 3620 µm².

The required time of the worst setup path is 7530 ps. The main area contributors are sky130_fd_sc_hd__edfxtp_1 (25%), sky130_fd_sc_hd__ha_1 (22%), sky130_fd_sc_hd__xnor2_1 (5.5%). The CTS log lists the clock sinks for this run as 52. Looking at the critical path, the highest net fanout was 8. The largest stage delay on the critical path is 650 ps. The mean routed wirelength per cell is between 10 and 15 µm. The total power consumption of the routed design is between 700 and 800 µW. In this run the standard cell core region covers 13,200 µm². At the end of routability-driven placement, the weighted congestion stood at 0.924. The power density of the placed cells is approximately 130 nW/µm². The initial detailed-routing violation count is 194. Per the final layout report, the fraction of cells sized above drive strength 1 comes to under 10%. After clock tree synthesis, the setup repair step added 0 buffers. The final worst-path cycle share is between 80% and 90%. The number of nets with antenna violations after routing is 0. The initial utilization of the core area, before any placement, comes to 40.9%.

The critical path data arrival time is 6590 ps. The combined flip-flop and latch cell area is 1490 µm². The overall chip area is 14,000 µm². The depth of the CTS H-tree is 2. After detailed placement, the total cell area comes to 6070 µm². Looking at area per cell type in the netlist, the leader is sky130_fd_sc_hd__edfxtp_1.

The time the final worst path needs with I/O delays and setup is 6560 ps. The type of destination of the critical path is a flip-flop. The sequential fraction of the synthesis area is ~28%. The setup path with the least slack is of type primary input to flip-flop. The cell with the largest stage delay on the worst path is sky130_fd_sc_hd__clkdlybuf4s50_1.

Measured against its own limit, the worst slew margin works out to 49.8%. The maximum resistive drop on vdd is 0.0925 mV. Post-CTS repair changed the size of 0 cells.

Setup repair after global routing left no endpoint under its margin. The antenna diode instance count is 0. The first-pass GRT wire length is 20.4 mm. After detailed routing, the number of remaining DRC violations is 0. The final setup violation count is 0. The number of enable flip-flop cells is 45. The fill cell instance count of the final layout is approximately 1.2k. Max-slew check failures listed in the final report amount to 0. The count of buffers from port buffering is 47. Entering global routing, the biggest net connects 20 pins. Clock-pin slew was measured on the worst setup and hold paths at 70 ps. The highest-count logic cell in the final layout is sky130_fd_sc_hd__ha_1.

Once detailed placement completed, the half-perimeter wirelength came to slightly below 10 mm. The run finished with clean final reports. Hold-check failures listed in the final report amount to 0. The stat command in Yosys gives a chip area of about 5400 µm². The overall global routing resource usage is 18.6%. In this run the critical path is formed by clkdlybuf4s50_1 > inv_1 > ha_1 > inv_1 > ha_1 > and3_1 > nand4_1 > o41ai_1 > a41oi_1 > o311a_1 > o21bai_2 > inv_1 > ha_1 > a21o_1 > a21oi_1 > o21ai_0 > a2111o_1 > a31o_2 > a21oi_1 > xnor2_1 > xnor2_1 > nor2_1. The via count of the first global-routing pass is 4,189.

The number of hold-repair buffers added at the cts stage is 0. The final total negative setup slack is 0 ps. The die is 118 µm tall.

The floorplan has ~42 rows. Counting along the longest clock path gives a buffer depth of 2. The element type at the critical path start is a primary input.
-- per-layer routing --
metal  wire length, µm  GRT usage (%)  share of wire (%)
met1              6080           28.5                 50
met2              5600           29.4                 46
met3               464           3.25                3.8
met4                77           1.68               0.63
met5                 0              0                  0
-- synthesized netlist by cell type (5+ instances only) --
master	instances
sky130_fd_sc_hd__o211ai_1	8
sky130_fd_sc_hd__xnor2_1	34
sky130_fd_sc_hd__o21ai_0	24
sky130_fd_sc_hd__ha_1	97
sky130_fd_sc_hd__xor2_1	23
sky130_fd_sc_hd__nand3_1	30
sky130_fd_sc_hd__edfxtp_1	45
sky130_fd_sc_hd__nor3_1	14
sky130_fd_sc_hd__a21o_1	8
sky130_fd_sc_hd__a21oi_1	36
sky130_fd_sc_hd__o21a_1	7
sky130_fd_sc_hd__nand4_1	12
sky130_fd_sc_hd__o31ai_1	5
sky130_fd_sc_hd__nand2_1	43
sky130_fd_sc_hd__nor2b_1	8
sky130_fd_sc_hd__dfxtp_1	7
sky130_fd_sc_hd__nor2_1	46
sky130_fd_sc_hd__nand2b_1	7
sky130_fd_sc_hd__inv_1	69
sky130_fd_sc_hd__and2_1	5
-- through the flow --
stage	cells	hold WS, ps	setup WS (ps)	util (%)
after CTS	825	563	980	47.1
after global routing	825	589	578	47.1
after global placement	817	550	852	46.0
after detailed placement	817	549	748	46.0
after floorplan	598	496	1820	-
final	825	565	941	47.1
-- where the power goes --
group | leakage, µW | internal (µW) | total, µW | switching (µW)
Combinational | 0.00211 | 83.8 | 159 | 75.6
Sequential | 0.000485 | 355 | 392 | 37.5
Clock | 0.0000671 | 125 | 226 | 102
-- worst max-delay path: cells and delay by family --
kind,cells,cell delay [ps]
AND/OR/NAND/NOR,3,330
buffers and inverters,4,1040
AND-OR/OR-AND,10,2520
XOR/XNOR,2,290
adder cells (fa/ha/maj),3,890
-- layout make-up --
type | instances | share of cell area, %
well taps | 176 | 3.54
multi-input cells | 471 | 58.2
flip-flops and latches | 52 | 24.0
clock inverters | 2 | 0.262
repair buffers | 48 | 7.69
clock buffers | 6 | 2.07
inverters | 70 | 4.23
-- sequential cells by signal, summed over array words and instances (netlist names), named ones only --
signal	count
dir	5
score2	4
score1	4
y_pos	9
x_pos	10
counter	18
-- kinds of logic after synthesis --
| family | count (synthesis) | synth area share [%] |
|---|---|---|
| AND/OR/NAND/NOR | 190 | 18.3 |
| AND-OR/OR-AND | 123 | 15.8 |
| adder cells (fa/ha/maj) | 99 | 23.2 |
| buffers and inverters | 75 | 5.29 |
| XOR/XNOR | 58 | 9.55 |
| flip-flops | 52 | 27.6 |
| multiplexers | 1 | 0.186 |
-- worst paths after layout --
check	from	end	slack [ps]	cells past startpoint
worst min-delay path	dir[4]$_DFF_P_	flip-flop	560	2
worst min register to register	dir[4]$_DFF_P_	flip-flop	560	2
worst max register to register	y_pos[4]$_SDFFCE_PN0P_	x_pos[9]$_SDFFCE_PN0P_	2200	19
worst max-delay path	pos1[6]	x_pos[9]$_SDFFCE_PN0P_	940	22
Power figures rest on the tool's default switching activity, not on a simulated workload.
