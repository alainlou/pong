File: design/flow/design.v
module paddle
(
    input clk,
    input up,
    input down,
    input [$clog2(ACTIVE_ROWS)-1:0] row,
    input [$clog2(ACTIVE_COLS)-1:0] col,
    output [$clog2(ACTIVE_COLS)-1:0] pos,
    output paddle_present
);
    parameter CLKS_PER_MOVE = 250_000;
    parameter ACTIVE_ROWS = 480, ACTIVE_COLS = 640;
    parameter WIDTH = 16, HEIGHT = 64;
    parameter IS_LEFT_PADDLE = 1'b1;
    reg [$clog2(CLKS_PER_MOVE)-1:0] counter = 0;
    reg [$clog2(ACTIVE_COLS)-1:0] x_pos = IS_LEFT_PADDLE ? WIDTH * 1/2 : ACTIVE_COLS - 1 - (WIDTH * 3/2);
    reg [$clog2(ACTIVE_ROWS)-1:0] y_pos = ACTIVE_ROWS/2 - HEIGHT/2;
    always @(posedge clk) begin
        if (counter == CLKS_PER_MOVE) begin
            counter <= 0;
            if (up && !down && y_pos > 3)
                y_pos <= y_pos - 1;
            else if (down && !up && y_pos < ACTIVE_ROWS-HEIGHT-3)
                y_pos <= y_pos + 1;
        end
        else
            counter <= counter + 1;
    end
    assign paddle_present = row >= y_pos && row < y_pos+HEIGHT && col >= x_pos && col < x_pos+WIDTH;
    assign pos = y_pos;
endmodule
File: design/flow/run.sh
#!/bin/bash
# OpenROAD 26Q1-2900-gdf79404cd8, Yosys 0.63+post, stock flow scripts
make -C /OpenROAD-flow-scripts/flow DESIGN_CONFIG=/design/flow/config.mk WORK_HOME=/design/flow/orfs finish
File: design/flow/config.mk
export PLATFORM = sky130hd
export DESIGN_NAME = paddle
export DESIGN_NICKNAME = paddle
export VERILOG_FILES = /design/flow/design.v
export SDC_FILE = /design/flow/constraint.sdc
export NUM_CORES = 4
export LEC_CHECK = 1
export CORE_UTILIZATION = 30
File: design/flow/constraint.sdc
current_design paddle

set clk_period 5.8
set clk_io_pct 0.2

create_clock -name clk0 -period $clk_period [get_ports {clk}]

set non_clock_inputs [all_inputs -no_clocks]
set_input_delay [expr $clk_period * $clk_io_pct] -clock clk0 $non_clock_inputs
set_output_delay [expr $clk_period * $clk_io_pct] -clock clk0 [all_outputs]
==> load_flow_metrics.sql <==
-- physical implementation figures
INSERT INTO impl_metrics (metric_group, metric, value, unit) VALUES
('power', 'totalPowerFinal', '0.344', 'mW'),
('timing', 'setup_total_negative_slack', '0', 'ns'),
('synth', 'post_synth_num_cell_types', '40', ''),
('placed_design', 'dp_slack', '1.35', 'ns'),
('floorplanning', 'io_pins', '33', ''),
('timing', 'setup_viol', '0', ''),
('cts', 'tritoncts_clock_tree', 'built', ''),
('drt', 'final_antenna_net_count', '0', ''),
('timing', 'hold_viol', '0', ''),
('synth', 'postSynth.topFlopCell', 'sky130_fd_sc_hd__dfxtp_1', ''),
('synth', 'synth-edff-count', '9', ''),
('timing', 'rsz0062_at_grt', 'false', ''),
('timing', 'hold_slack', '0.478', 'ns'),
('synth', 'ys.warnings.count', '1', ''),
('cts', 'cts.root.buffer_cell', 'sky130_fd_sc_hd__clkbuf_8', ''),
('drt', 'antenna_cells', '0', ''),
('power', 'worst_ir_drop_vdd', '0.0698', 'mV'),
('floorplanning', 'chipArea', '6270', 'µm²'),
('timing', 'slew_headroom', '55.2', '%'),
('synth', 'yosys_instances', '190', ''),
('cells_and_area', 'area_growth_syn_to_layout', '22.5', '%'),
('global_route', 'grt_pass1_wl', '5.56', 'mm'),
('global_route', 'grt_max_degree', '17', ''),
('power', 'clock_power_share', '32.1', '%'),
('placed_design', 'placed_cells', '288', ''),
('synth', 'syn_avg_cell_area', '9.40', 'µm²'),
('cts', 'worstSkewPairLatency', '0.27', 'ns'),
('timing', 'timing.final.crit_share', '76.3', '%'),
('placed_design', 'dp.final_hpwl', '2.50', 'mm'),
('global_route', 'overall_overflow_remaining_after_global_route', '0', ''),
('critical_path', 'critical_path_class', 'in -> out', ''),
('power', 'combinationalPowerShare', '11.0', '%'),
('drt', 'detailroute.via_count', '1352', ''),
('synth', 'yosysTopAreaCellShare', '20.2', '%'),
('synth', 'synthesis.instances', '190', ''),
('min_path', 'min_delay_path_depth', '1', ''),
('cts', 'cts_hold_buf', '0', ''),
('timing', 'finalMaxSlewViolations', '0', ''),
('synth', 'yosys.cell_count.top_type', 'sky130_fd_sc_hd__ha_1', ''),
('cts', 'ctsLongestPathBuffers', '2', ''),
('drt', 'drt-total-wl', '3.25', 'mm'),
('cts', 'clkSlewWorstSetupHoldPaths', '0.10', 'ns'),
('global_route', 'first_global_vias', '1256', ''),
('critical_path', 'worstPathMaxFanout', '2', ''),
('synth', 'synthTopCellsByCount', '23 x sky130_fd_sc_hd__ha_1, 22 x sky130_fd_sc_hd__nor2_1, 18 x sky130_fd_sc_hd__dfxtp_1', ''),
('power', 'power-per-cell-area', '157', 'nW/µm²'),
('global_route', 'antenna_violations_before_repair', '0', ''),
('timing', 'final_period_minus_worst_setup_slack', '4.42', 'ns'),
('floorplanning', 'core-area', '5610', 'µm²'),
('synth', 'yosys-top-cells-area', 'sky130_fd_sc_hd__dfxtp_1 20%, sky130_fd_sc_hd__ha_1 16%, sky130_fd_sc_hd__edfxtp_1 15%', ''),
('synth', 'area_of_the_mapped_netlist', '1790', 'µm²'),
('floorplanning', 'row_count', '27', ''),
('drt', 'remaining_drc_errors', '0', ''),
('timing', 'timing.fmax', '226', 'MHz'),
('cts', 'cts_resized', '0', ''),
('global_route', 'grt_usage', '11.1', '%'),
('critical_path', 'critPathArrivalTime', '3.26', 'ns'),
('cts', 'numCtsBuffers', '3', ''),
('run_status', 'outcome', 'complete, no violations', ''),
('synth', 'yosys_area', '1790', 'µm²'),
('timing', 'timing.clock.skew', '0.00772', 'ns'),
('min_path', 'worst_hold_startpoint', 'counter[17]', ''),
('floorplanning', 'die_width', '79.2', 'µm'),
('flow_run', 'drv_cap', '0', ''),
('placed_design', 'place.port_buffers', '28', ''),
('synth', 'ys_ff', '27', ''),
('synth', 'yosysSeqAreaShare', '35.3', '%'),
('placed_design', 'final_gp_congestion', '0.799', ''),
('critical_path', 'reg2regPathDepth', '11', ''),
('timing', 'finalWorstSetupSlack', '1.38', 'ns'),
('cells_and_area', 'final-instance-count-excl-fill', '292', '');
==> cell usage in the layout (no fill, tap or decap), drive strengths merged <==
cell	netlist	routed
nand3	11	11
o221ai	1	1
and3	4	4
nor4b	3	3
xnor2	12	12
o311ai	1	1
nand2	12	12
nand4	3	3
nor4	3	3
fa	1	1
clkbuf	0	3
nor3b	1	1
conb	1	1
edfxtp	9	9
nor2	22	22
nor3	3	3
a211oi	3	3
nor2b	4	4
o2bb2ai	1	1
nand2b	1	1
o41ai	1	1
nand3b	2	2
o22ai	1	1
dfxtp	18	18
ha	23	23
inv	14	15
a21o	4	4
a31oi	1	1
clkdlybuf4s50	0	28
or3	1	1
a21oi	5	5
and4	2	2
o21ai	6	6
o21a	1	1
o2111ai	1	1
a311o	1	1
xor2	11	11
==> registers in the layout, indices dropped and copies added (netlist names) <==
register and flops:
y_pos 9, counter 18
==> cells by family (layout without fill, tap and decap cells) <==
| family | count (synthesis) | count (layout) | share of synthesized area (%) |
|---|---|---|---|
| flops | 27 | 27 | 35.3 |
| simple gates | 72 | 72 | 21.6 |
| buf+inv | 16 | 46 | 3.78 |
| xor+xnor | 23 | 23 | 11.3 |
| fa+ha+maj | 24 | 24 | 17.2 |
| compound gates | 27 | 27 | 10.6 |
| other cells | 1 | 1 | 0.210 |
==> metrics by stage <==
| stage | area (µm²) | util [%] |
|---|---|---|
| 6_report | 2190 | 39.0 |
| 5_1_grt | 2190 | 39.0 |
| 4_1_cts | 2190 | 39.0 |
| 3_5_place_dp | 2140 | 38.2 |
| 3_3_place_gp | 2140 | 38.2 |
| 2_1_floorplan | 1790 | - |
==> worst max-delay path by stage <==
stage,startpoint,endpoint,slack [ns],depth (start not counted)
final,row[3],paddle_present,1.38,8
after CTS,row[3],paddle_present,1.34,8
after global routing,row[3],paddle_present,1.19,8
==> critical path: stages <==
cell	delay, ns
sky130_fd_sc_hd__clkdlybuf4s50_1	0.40
sky130_fd_sc_hd__ha_1	0.30
sky130_fd_sc_hd__a21o_1	0.18
sky130_fd_sc_hd__a21oi_1	0.18
sky130_fd_sc_hd__a211oi_1	0.11
sky130_fd_sc_hd__o221ai_1	0.17
sky130_fd_sc_hd__nor4b_1	0.24
sky130_fd_sc_hd__clkdlybuf4s50_1	0.51
==> power by group through the flow <==
stage / logic (mW) / clock network (mW) / registers [mW]
after CTS: 0.0383 / 0.115 / 0.196
final: 0.0378 / 0.110 / 0.196
after global routing: 0.0431 / 0.122 / 0.196
==> layout make-up <==
| type | count | area, µm² |
|---|---|---|
| fill | 564 | 3420 |
| timing repair buffer | 28 | 280 |
| clock inverter | 1 | 6.26 |
| multi-input combinational | 147 | 1090 |
| tap | 72 | 90.1 |
| clock buffer | 3 | 41.3 |
| sequential | 27 | 631 |
| inverter | 14 | 52.6 |
==> per-layer routing <==
layer,global-route usage [%],vias to the layer above,routed length [µm]
met1,17.9,593,1690
met3,1.05,2,148
met4,1.64,0,28
met5,0,-,0
met2,16.7,23,1370
li1,-,734,-
No activity file was given, so power comes from the tool's default toggle rates.
